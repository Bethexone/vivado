===== design/flow/config.mk =====
export PLATFORM = sky130hd
export DESIGN_NAME = img_gen
export DESIGN_NICKNAME = img_gen
export VERILOG_FILES = /design/flow/design.v
export SDC_FILE = /design/flow/constraint.sdc
export NUM_CORES = 4
export LEC_CHECK = 1
export CORE_UTILIZATION = 50
export SYNTH_HDL_FRONTEND = slang

===== design/flow/run.sh =====
#!/bin/bash
# OpenROAD 26Q1-2900-gdf79404cd8, Yosys 0.63+post, stock flow scripts
make -C /OpenROAD-flow-scripts/flow DESIGN_CONFIG=/design/flow/config.mk WORK_HOME=/design/flow/orfs finish

===== design/flow/constraint.sdc =====
current_design img_gen

set clk_period 4.6
set clk_io_pct 0.2

create_clock -name clk0 -period $clk_period [get_ports {clk}]

set non_clock_inputs [all_inputs -no_clocks]
set_input_delay [expr $clk_period * $clk_io_pct] -clock clk0 $non_clock_inputs
set_output_delay [expr $clk_period * $clk_io_pct] -clock clk0 [all_outputs]

===== design/flow/design.v =====
`timescale 1ns / 1ps
module img_gen 
#(
	parameter ACTIVE_IW  =640,
	parameter ACTIVE_IH  =480,
	parameter TOTAL_IW   =800,
	parameter TOTAL_IH   =525,
	parameter H_START    =143, 
	parameter V_START    =34   
)
( 
	input 				clk		,
	input 				rst_n	, 
	output reg 			vs		, 
	output reg 			de		,
	output reg [7:0]	data	
);
reg  [7:0] raw_array [ACTIVE_IW*ACTIVE_IH-1:0];
integer i;
initial begin
	for (i=0; i<ACTIVE_IW*ACTIVE_IH; i=i+1) 
		raw_array[i] = 0;
end
reg	[31:0]	cnt_delay	;
reg [15:0] 	hcnt		;
reg [15:0] 	vcnt		;
reg			h_de		;
reg			v_de		;
reg			index_de	;	
reg	[7:0]	index       ;
always@(posedge clk or negedge rst_n)
	if(!rst_n)
		cnt_delay <= 'd0;
	else if(cnt_delay==100000000*5-1)
		cnt_delay <= cnt_delay;
	else
		cnt_delay <= cnt_delay + 1'b1;
always@(posedge clk or negedge rst_n)
	if(!rst_n)
		hcnt <= 'd0;
	else if(hcnt==TOTAL_IW-1)
		hcnt <= 'd0;
	else if(cnt_delay==100000000*5-1)
		hcnt <= hcnt + 1'b1;
	else
		hcnt <= hcnt;
always@(posedge clk or negedge rst_n)
	if(!rst_n)
		vcnt <= 'd0;
	else if(hcnt==TOTAL_IW-1&&vcnt==TOTAL_IH-1)
		vcnt <= 'd0;
	else if(hcnt==TOTAL_IW-1)
		vcnt <= vcnt + 1'b1;
	else
		vcnt <= vcnt;
always@(posedge clk or negedge rst_n)
	if(!rst_n)
		vs <= 1'b0;
	else if(vcnt>=2)
		vs <= 1'b1;
	else
		vs <= 1'b0;
always@(posedge clk or negedge rst_n)
	if(!rst_n)
		h_de <= 1'b0;
	else if(hcnt>=H_START&&hcnt<H_START+ACTIVE_IW)
		h_de <= 1'b1;
	else
		h_de <= 1'b0;
always@(posedge clk or negedge rst_n)
	if(!rst_n)
		v_de <= 1'b0;
	else if(vcnt>=V_START&&vcnt<V_START+ACTIVE_IH)
		v_de <= 1'b1;
	else
		v_de <= 1'b0;
always@(posedge clk or negedge rst_n)
	if(!rst_n)
		index_de <= 1'b0;
	else if(h_de==1'b1&&v_de==1'b1)
		index_de <= 1'b1;
	else
		index_de <= 1'b0;
always@(posedge clk or negedge rst_n)
	if(!rst_n)
		index <= 'd0;
	else if(index_de==1'b1)
		index <= index + 1'b1;
	else
		index <= 'd0;
always@(posedge clk or negedge rst_n)
	if(!rst_n)
		de <= 1'b0;
	else
		de <= index_de;
always@(posedge clk)
	if(index_de==1'b1)
		data <= index;
	else
		data <= 0;
endmodule 

==> ci_impl_report.md <==
### Flow metrics

| Metric | Value |
|---|---|
| Async SR Flop Fraction | `0.906` |
| WS Path Type | `register to register` |
| H-tree Lvls | `3` |
| Root Buffer | `clkbuf_8` |
| Largest net degree at the start of global routing | `51` |
| Reg2Reg Capture Point | `hcnt[14]` |
| Yosys Warn Count | `0` |
| Pre-CTS setup slack | `1.97 ns` |
| Pint | `1040 uW` |
| Max-capacitance violation count | `0` |
| First-pass GRT wire length | `12,100 um` |
| Synth cell count leaders | `77 x dfrtp_1, 41 x nand2_1, 33 x xnor2_1, 29 x nor2_1, 28 x nand3_1` |
| Finish-stage setup viols | `0` |
| Ant. Diodes | `0` |
| Avg WL per Cell | `13.7 um` |
| Latency at later pin | `0.34 ns` |
| Hold Crit Start | `v_de` |
| Fraction of layout cells with a size suffix above 1 | `0.0628` |
| Pwr per Cell Area | `306 mW/mm2` |
| Top area cell types | `dfrtp_1 49%, xnor2_1 7.4%, dfxtp_1 4.1%` |
| Drt total wl | `6790 um` |
| Met1 usage | `0.319` |
| Reg-to-reg startpoint | `cnt_delay[1]` |
| Count of input and output buffers | `11` |
| CTS Hold Bufs | `0` |
| Setup TNS | `0 ns` |
| Dominant cell type by area after synthesis | `dfrtp_1` |
| # DRC | `0` |
| CP startpoint kind | `register` |
| Met2 usage | `0.277` |
| LEAKAGE | `0.00195 uW` |
| Hold Crit Endpoint | `index_de` |
| CP max FO | `11` |
| Worst Setup End Kind | `register` |
| Count leader, synth | `dfrtp_1` |
| OpenROAD warning count | `27` |
| CTS tree | `built` |
| RSZ-0062 raised after global routing | `no` |
| Die Y | `90.4 um` |
| Clk pin slew, worst setup/hold paths | `0.09 ns` |
| WP data required | `4.83 ns` |
| P_sw | `291 uW` |
| Clock Tree Buf Depth | `2` |
| Grt peak-use layer | `met1` |
| Slew headroom | `0.410` |
| FP Rows | `31` |
| Setup Buffers After CTS | `0` |
| CTS sink cnt | `85` |
| Cts repair resizes | `0` |
| Cell area after layout | `0.00434 mm2` |
| Arrival time worst endpoint | `2.89 ns` |
| Worst min path class | `register to register` |
| Worst Slack Setup Final | `1.94 ns` |
| GRT Total Usage | `0.189` |
| Final hold violations | `0` |
| Detailed-route vias per instance | `5.43` |
| Clock group share of total power | `0.429` |
| Met3 Track Usage GR | `0.0393` |
| Synth-to-layout area growth | `11.1%` |
| Post-synth EDFFs | `0` |
| Yosys chip area | `0.00391 mm2` |
| Dpl hpwl | `4570 um` |
| Num ports | `12` |
| Vias in the first global route | `2,560` |
| Post-place instance area | `0.00412 mm2` |
| Vias | `2,699` |
| Die X-Extent | `90.4 um` |
| Register-to-Register Path Depth | `6` |
| Synth Cell Area | `0.00391 mm2` |
| Registers, synthesis | `85` |
| Final period util | `0.579` |
| Gpl congestion | `0.840` |
| Chip area | `0.00818 mm2` |
| Reg2reg setup slack | `1.94 ns` |
| Worst-margin pin slew | `0.877 ns` |
| Hold Crit Depth | `1` |
| Final max-slew violation count | `0` |
| Sequential Power Share | `0.561` |
| Critical Path Source | `cnt_delay[1]` |
| Sw Ratio | `0.219` |
| 1st-pass router iterations | `4` |
| Cells after Synth | `379` |
| Prevailing post-synth register cell | `dfrtp_1` |
| GRT overflow | `0` |
| Fin Hold WS | `0.453 ns` |
| Final min period | `2.66 ns` |
| Fp util | `0.528` |
| Yosys top cell area share | `0.493` |
| Yosys cell types | `41` |
| Synthesized area per cell | `10.3 um2` |
| Comb pwr share | `0.010` |
| Initial DRC Count | `78` |
| Setup Skew | `0.00768 ns` |
| Maximum VDD drop | `0.000206 V` |
| Max Freq | `375 MHz` |
| Yosys cell count | `379` |
| Initial antenna violation count | `0` |
| CTS Buf Count | `9` |
| Synth Seq Share | `0.534` |
| Core area | `0.00741 mm2` |
| Status | `finished, final reports clean` |
| Routed Antenna Nets | `0` |
[sequential cells by signal (all words and copies together) (netlist names)]
signal / cells
cnt_delay: 32
hcnt: 16
vcnt: 16
data: 8
index: 8
de: 1
h_de: 1
index_de: 1
v_de: 1
vs: 1
[through the flow]
stage / util / power [uW] / cells
floorplan: - / 761 / 379
global placement: 0.556 / 775 / 481
detailed placement: 0.556 / 776 / 481
CTS: 0.586 / 1360 / 497
global route: 0.586 / 1390 / 497
finish: 0.586 / 1330 / 497
[layout make-up]
type / instances / area (um2)
fillers: 611 / 3060
flip-flops and latches: 85 / 2090
multi-input cells: 277 / 1760
clock buffers: 10 / 149
repair buffers: 14 / 130
well taps: 99 / 124
clock inverters: 6 / 75.1
inverters: 6 / 22.5
[power by group through the flow]
stage / clock network (uW) / logic (uW) / registers [uW]
4_1_cts: 595 / 15.0 / 745
5_1_grt: 624 / 17.1 / 746
6_report: 570 / 13.8 / 745
[layer usage]
metal	vias to the layer above	wire, um
li1	1359	-
met1	1291	3410
met2	47	3100
met3	2	246
met4	0	35
met5	-	0
[logic make-up (layout without fill, tap and decap cells)]
kind of cell | Yosys count | in the layout | share of synthesized area
and+or+nand+nor | 193 | 193 | 0.264
xor gates and xnor gates | 49 | 49 | 0.110
AOI/OAI and AO/OA | 21 | 21 | 0.0349
muxes | 8 | 8 | 0.0218
DFF | 85 | 85 | 0.534
buffers and inverters | 17 | 36 | 0.0170
adders and majority gates | 6 | 6 | 0.0192
[layout by cell type, fill, tap and decap left out, drive strengths merged, types with 8 or more instances in the layout]
cell type,instances
and2,17
and3,12
clkbuf,10
clkdlybuf4s50,10
dfrtp,77
dfxtp,8
inv,9
nand2,41
nand3,28
nand4,16
nor2,29
nor3,13
nor4,12
xnor2,33
xor2,16
[how the worst max path moves through the flow]
stage	to	cells past startpoint
4_1_cts	hcnt[14]	6
5_1_grt	hcnt[14]	6
6_report	hcnt[14]	6
[worst max-delay path, cell delays in order, from the launching register on]
cell and delay [ns]:
dfrtp_1 0.43, ha_1 0.24, and4_1 0.27, nand2_1 0.10, or4_1 0.75, or3_1 0.45
mux2_1 0.32
Power is estimated from default activity; no workload was simulated.
